**flow/design.v**
```verilog
`default_nettype none
module w_im2col #(
    parameter 
        AXI_HP_BIT = 64,        
        DATA_WIDTH = 16,        
        ROW_WIDTH  = 4,         
        ADDR_WIDTH = 14         
)(
    input wire                             clk,
    input wire                             reset,
    input wire                             conv_en,
    input wire                             sudo_reset,
    input wire  [9:0]                      in_row,           
    input wire  [9:0]                      in_column,        
    input wire  [2:0]                      kernel,           
    input wire  [1:0]                      stride,           
    input wire  [1:0]                      padding,          
    input wire  [1:0]                      slice_cnt,        
    input wire  [11:0]                     input_channel,    
    input wire  [11:0]                     output_channel,   
    output reg                             we_rd_en,
    output reg [ADDR_WIDTH - 1:0]          we_rd_addr,
    input wire [AXI_HP_BIT - 1:0]          we_rd_data,         
    input wire                             weight_pause,       
    output reg                             last_im2col,       
    output reg                             we_im2col_valid,      
    output reg [DATA_WIDTH * 9 - 1:0]      we3_im2col_data,   
    output reg [DATA_WIDTH * 36- 1:0]      we6_im2col_data    
);
    localparam IDLE       = 0,
               DECIDE     = 1,
               READ       = 2,
               KERNEL_6   = 3,
               NEXT_CHA   = 4,
               REPEAT     = 5,
               K_6_im2col = 6,
               KERNEL_3   = 7,
               K_3_im2col = 8,
               NEXT_CHA3  = 9,
               REPEAT3    = 10,
               DONE       = 11; 
    reg [3:0] state, n_state;
    reg [1:0]  pad; 
    always @(*)begin   
        case(slice_cnt)
            2'b00: begin pad <= 0; end
            2'b01: begin pad <= 2; end
            2'b10: begin pad <= 0; end
            2'b11: begin pad <= 2; end
            default: begin pad <= 0; end
        endcase
    end            
    wire [ADDR_WIDTH - 1:0] row_slicing, col_slicing, total_slicing;
    assign row_slicing = (in_row + 2*padding - kernel)/2 + 1;          
    assign col_slicing = (in_column + pad - kernel)/2 + 1;         
    assign total_slicing = row_slicing * col_slicing;                
    reg [63:0] buffer [0:8];
    reg [15:0] weight_cnt, store_cnt, next_weight, in_channel_cnt, out_channel_cnt, next_channel;
    reg [15:0] next_ten_weight;
    reg [15:0] repeat_num;
    reg [3:0] add_cnt;  
    reg im2col_done;
    reg [2:0] addr_case;    
    always @(posedge clk or negedge reset) begin                                                               
        if (!reset) begin                                                                                      
            state <= IDLE;                                                                                   
        end
        else if(sudo_reset)begin
            state <= IDLE; 
        end 
        else begin                                                                                       
            state <= n_state;                                                                                
        end                                                                                                  
    end                 
    always@(*)begin
        n_state = state;
        case(state)
            IDLE: begin
                if(conv_en)begin
                    n_state = DECIDE;
                end
            end
            DECIDE: begin
                case(kernel)
                    3'b110: begin n_state = KERNEL_6;   end    
                    3'b011: begin n_state = KERNEL_3;   end    
                    default: n_state = DECIDE;
                endcase
            end
            KERNEL_6: begin
                if(store_cnt == 11)begin
                    n_state = K_6_im2col;
                end
            end
            NEXT_CHA:begin
                if(in_channel_cnt == input_channel)begin
                    n_state = REPEAT;
                end
                else begin
                    n_state = KERNEL_6;
                end
            end
            REPEAT:begin
                if(next_ten_weight == output_channel/10*270)begin
                    n_state = DONE;
                end else begin
                    n_state = KERNEL_6;
                end
            end
            K_6_im2col: begin
                if(add_cnt == 9 && !weight_pause)begin
                    n_state = NEXT_CHA;
                end
                else if(!weight_pause)begin
                    n_state = KERNEL_6;
                end
            end
            KERNEL_3: begin
                if(store_cnt == 5)begin
                    n_state = K_3_im2col;
                end
            end
            K_3_im2col: begin
                if(add_cnt == 9 && !weight_pause)begin
                    n_state = NEXT_CHA3;
                end
                else if(!weight_pause)begin
                    n_state = KERNEL_3;
                end
            end
            NEXT_CHA3:begin
                if(in_channel_cnt == input_channel)begin
                    n_state = REPEAT3;
                end
                else begin
                    n_state = KERNEL_3;
                end
            end
            REPEAT3:begin
                if(next_ten_weight == output_channel/10*input_channel*10*3*3/4)begin
                    n_state = DONE;
                end else begin
                    n_state = KERNEL_3;
                end
            end
            DONE:begin
                n_state = DONE;
            end
        endcase
    end  
    always@(posedge clk or negedge reset)begin
        if(!reset)begin
            buffer[0]   <= 0;    buffer[1]   <= 0;    buffer[2]   <= 0;
            buffer[3]   <= 0;    buffer[4]   <= 0;    buffer[5]   <= 0;
            buffer[6]   <= 0;    buffer[7]   <= 0;    buffer[8]   <= 0;
            we_rd_en          <= 0;
            we_rd_addr        <= 0;
            weight_cnt        <= 0;
            store_cnt         <= 0;
            next_weight       <= 0;
            in_channel_cnt    <= 0; 
            out_channel_cnt   <= 0;
            next_channel      <= 0;
            add_cnt           <= 0;
            repeat_num        <= 0;
            next_ten_weight   <= 0;
            we_im2col_valid   <= 0;
            we3_im2col_data   <= 0;
            we6_im2col_data   <= 0;
            im2col_done       <= 0;
            addr_case         <= 0;
        end 
        else if(sudo_reset)begin 
            buffer[0]   <= 0;    buffer[1]   <= 0;    buffer[2]   <= 0;
            buffer[3]   <= 0;    buffer[4]   <= 0;    buffer[5]   <= 0;
            buffer[6]   <= 0;    buffer[7]   <= 0;    buffer[8]   <= 0;
            we_rd_en          <= 0;
            we_rd_addr        <= 0;
            weight_cnt        <= 0;
            store_cnt         <= 0;
            next_weight       <= 0;
            in_channel_cnt    <= 0; 
            out_channel_cnt   <= 0;
            next_channel      <= 0;
            add_cnt           <= 0;
            repeat_num        <= 0;
            next_ten_weight   <= 0;
            we_im2col_valid   <= 0;
            we3_im2col_data   <= 0;
            we6_im2col_data   <= 0;
            im2col_done       <= 0;
            addr_case         <= 0;
        end
        else if(state == IDLE)begin
            buffer[0]   <= 0;    buffer[1]   <= 0;    buffer[2]   <= 0;
            buffer[3]   <= 0;    buffer[4]   <= 0;    buffer[5]   <= 0;
            buffer[6]   <= 0;    buffer[7]   <= 0;    buffer[8]   <= 0;
            we_rd_en          <= 0;
            we_rd_addr        <= 0;
            weight_cnt        <= 0;
            store_cnt         <= 0;
            next_weight       <= 0;
            in_channel_cnt    <= 0; 
            out_channel_cnt   <= 0;
            next_channel      <= 0;
            add_cnt           <= 0;
            repeat_num        <= 0;
            next_ten_weight   <= 0;
            we_im2col_valid   <= 0;
            we3_im2col_data   <= 0;
            we6_im2col_data   <= 0;
            im2col_done       <= 0;
        end 
        else if(state == KERNEL_6)begin
            we_rd_addr        <= weight_cnt + next_weight + next_channel + next_ten_weight;
            weight_cnt        <= weight_cnt;
            we_im2col_valid   <= 0;
            im2col_done       <= 0;
            if(store_cnt < 1)begin
                store_cnt     <= store_cnt + 1;
                weight_cnt    <= 1;
                we_rd_en      <= 1;
            end 
            else if(store_cnt < 3)begin
                buffer[0]       <= we_rd_data;
                weight_cnt      <= weight_cnt + 1;    
                store_cnt       <= store_cnt + 1;
                we_rd_en      <= 1;
            end  
            else if(store_cnt < 4)begin
                buffer[1] <= we_rd_data;
                weight_cnt        <= weight_cnt + 1;    
                store_cnt         <= store_cnt + 1;
                we_rd_en      <= 1;
            end 
            else if(store_cnt < 5)begin
                buffer[2]       <= we_rd_data;
                weight_cnt      <= weight_cnt + 1;    
                store_cnt       <= store_cnt + 1;
                we_rd_en      <= 1;
            end  
            else if(store_cnt < 6)begin
                buffer[3] <= we_rd_data;
                weight_cnt        <= weight_cnt + 1;    
                store_cnt         <= store_cnt + 1;
                we_rd_en      <= 1;
            end 
            else if(store_cnt < 7)begin
                buffer[4]       <= we_rd_data;
                weight_cnt      <= weight_cnt + 1;    
                store_cnt       <= store_cnt + 1;
                we_rd_en      <= 1;
            end  
            else if(store_cnt < 8)begin
                buffer[5] <= we_rd_data;
                weight_cnt        <= weight_cnt + 1;    
                store_cnt         <= store_cnt + 1;
                we_rd_en      <= 1;
            end 
            else if(store_cnt < 9)begin
                buffer[6]       <= we_rd_data;
                weight_cnt      <= weight_cnt + 1;    
                store_cnt       <= store_cnt + 1;
                we_rd_en      <= 1;
            end  
            else if(store_cnt < 10)begin
                buffer[7] <= we_rd_data;
                weight_cnt        <= weight_cnt + 1;    
                store_cnt         <= store_cnt + 1;
                we_rd_en          <= 0;
                we_rd_addr        <= 0;
            end 
            else if(store_cnt < 11)begin
                buffer[8] <= we_rd_data;
                weight_cnt        <= weight_cnt + 1;    
                store_cnt         <= store_cnt + 1;
                we_rd_en          <= 0;
                we_rd_addr        <= 0;
            end
            else if(store_cnt == 11)begin
                we_rd_en          <= 0;
                we_rd_addr        <= 0;
                store_cnt         <= 0;
                weight_cnt        <= 0;
            end
        end 
        else if(state == NEXT_CHA)begin
            next_channel      <= next_channel + 9;
            next_weight       <= 0;
            we_im2col_valid   <= 0;
            im2col_done       <= 0;
        end     
        else if(state == REPEAT)begin
            repeat_num       <= repeat_num + 1;
            next_channel     <= 0;
            in_channel_cnt   <= 0;
            we_im2col_valid   <= 0;
            if(repeat_num == total_slicing/10 - 1)begin
                next_ten_weight <= next_ten_weight + 270;
                next_channel     <= 0;
                in_channel_cnt   <= 0;
                repeat_num <= 0;
            end
        end
        else if(state == K_6_im2col)begin
            store_cnt   <= 0;
            we_rd_en      <= 0;
            we_rd_addr    <= 0;
            if(!weight_pause)begin
                    we_im2col_valid <= 1;
                    we6_im2col_data <= {buffer[8],buffer[7],buffer[6],buffer[5],buffer[4],buffer[3],buffer[2],buffer[1],buffer[0]};
                    im2col_done <= 1;
                if(add_cnt < 9)begin
                    next_weight  <= next_weight + input_channel * 9;
                    weight_cnt   <= 0;
                    add_cnt      <= add_cnt + 1;
                end
                else if(add_cnt == 9)begin
                    in_channel_cnt <= in_channel_cnt + 1;
                    weight_cnt     <= 0;
                    add_cnt        <= 0;
                end
            end
        end 
        else if(state == KERNEL_3)begin
            we_rd_addr        <= weight_cnt + next_weight + next_channel + next_ten_weight;
            weight_cnt        <= weight_cnt;
            we_im2col_valid   <= 0;
            im2col_done       <= 0;
            if(store_cnt < 1)begin
                store_cnt     <= store_cnt + 1;
                weight_cnt    <= 1;
                we_rd_en          <= 1;
            end 
            else if(store_cnt < 3)begin
                buffer[0]       <= we_rd_data;
                weight_cnt      <= weight_cnt + 1;    
                store_cnt       <= store_cnt + 1;
                we_rd_en          <= 1;
            end  
            else if(store_cnt < 4)begin
                buffer[1] <= we_rd_data;
                weight_cnt        <= weight_cnt + 1;    
                store_cnt         <= store_cnt + 1;
                we_rd_en          <= 0;
                we_rd_addr        <= 0;
            end 
            else if(store_cnt < 5)begin
                buffer[2]       <= we_rd_data;
                weight_cnt      <= weight_cnt + 1;    
                store_cnt       <= store_cnt + 1;
                we_rd_en          <= 0;
                we_rd_addr        <= 0;
            end  
            else if(store_cnt == 5)begin
                we_rd_en          <= 0;
                we_rd_addr        <= 0;
                store_cnt         <= 0;
                weight_cnt        <= 0;
            end
        end
        else if(state == K_3_im2col)begin
            store_cnt   <= 0;
            we_rd_en      <= 0;
            we_rd_addr    <= 0;
            if(!weight_pause)begin
                if(addr_case == 0)begin
                    we_im2col_valid <= 1;
                    we3_im2col_data <= {buffer[2][15:0],buffer[1],buffer[0]};
                    if(add_cnt < 9)begin
                        next_weight  <= next_weight + 3*3*input_channel/4;
                        weight_cnt   <= 0;
                        add_cnt      <= add_cnt + 1;
                    end
                    else if(add_cnt == 9)begin
                        in_channel_cnt <= in_channel_cnt + 1;
                        weight_cnt     <= 0;
                        add_cnt        <= 0;
                        addr_case      <= addr_case + 1;
                    end
                end
                else if(addr_case == 1)begin
                    we_im2col_valid <= 1;
                    we3_im2col_data <= {buffer[2][31:0],buffer[1],buffer[0][63:15]};
                    if(add_cnt < 9)begin
                        next_weight  <= next_weight + 3*3*input_channel/4;
                        weight_cnt   <= 0;
                        add_cnt      <= add_cnt + 1;
                    end
                    else if(add_cnt == 9)begin
                        in_channel_cnt <= in_channel_cnt + 1;
                        weight_cnt     <= 0;
                        add_cnt        <= 0;
                        addr_case      <= addr_case + 1;
                    end
                end
                else if(addr_case == 2)begin
                    we_im2col_valid <= 1;
                    we3_im2col_data <= {buffer[2][47:0],buffer[1],buffer[0][63:31]};
                    if(add_cnt < 9)begin
                        next_weight  <= next_weight + 3*3*input_channel/4;
                        weight_cnt   <= 0;
                        add_cnt      <= add_cnt + 1;
                    end
                    else if(add_cnt == 9)begin
                        in_channel_cnt <= in_channel_cnt + 1;
                        weight_cnt     <= 0;
                        add_cnt        <= 0;
                        addr_case      <= addr_case + 1;
                    end
                end
                else if(addr_case == 3)begin
                    we_im2col_valid <= 1;
                    we3_im2col_data <= {buffer[2],buffer[1],buffer[0][63:48]};
                    if(add_cnt < 9)begin
                        next_weight  <= next_weight + 3*3*input_channel/4;
                        weight_cnt   <= 0;
                        add_cnt      <= add_cnt + 1;
                    end
                    else if(add_cnt == 9)begin
                        in_channel_cnt <= in_channel_cnt + 1;
                        weight_cnt     <= 0;
                        add_cnt        <= 0;
                        addr_case      <= addr_case + 1;
                    end
                end
            end
        end 
        else if(state == NEXT_CHA3)begin
            if(addr_case == 4)begin
                next_channel      <= next_channel + 3;
                next_weight       <= 0;
                we_im2col_valid   <= 0;
                im2col_done       <= 0;
                addr_case         <= 0;
            end else begin 
                next_channel      <= next_channel + 2;
                next_weight       <= 0;
                we_im2col_valid   <= 0;
                im2col_done       <= 0;
            end
        end     
        else if(state == REPEAT3)begin
            repeat_num       <= repeat_num + 1;
            next_channel     <= 0;
            in_channel_cnt   <= 0;
            we_im2col_valid   <= 0;
            if(repeat_num == total_slicing/10 - 1)begin
                next_ten_weight <= next_ten_weight + input_channel*10*3*3/4;
                next_channel     <= 0;
                in_channel_cnt   <= 0;
                repeat_num <= 0;
            end
        end
        else if(state == DONE)begin
        end
    end
endmodule
```
**flow/run.sh**
```bash
#!/bin/bash
# OpenROAD 26Q1-2900-gdf79404cd8, Yosys 0.63+post, stock flow scripts
make -C /OpenROAD-flow-scripts/flow DESIGN_CONFIG=/design/flow/config.mk WORK_HOME=/design/flow/orfs finish
```
**flow/config.mk**
```make
export PLATFORM = sky130hd
export DESIGN_NAME = w_im2col
export DESIGN_NICKNAME = w_im2col
export VERILOG_FILES = /design/flow/design.v
export SDC_FILE = /design/flow/constraint.sdc
export NUM_CORES = 4
export LEC_CHECK = 1
export CORE_UTILIZATION = 50
```
**flow/constraint.sdc**
```tcl
current_design w_im2col

set clk_period 47.4
set clk_io_pct 0.2

create_clock -name clk0 -period $clk_period [get_ports {clk}]

set non_clock_inputs [all_inputs -no_clocks]
set_input_delay [expr $clk_period * $clk_io_pct] -clock clk0 $non_clock_inputs
set_output_delay [expr $clk_period * $clk_io_pct] -clock clk0 [all_outputs]
```
==> impl_metrics.toml <==
# implementation run metrics
[final_timing]
period_needed_ns = 29.56
maxSlewHeadroom_pct = 37.07
maxSlewViolCount = 0
post-route-period-util_pct = 62.36
finalClockSkew_ns = 0.05421
report.final.setup_viol = 0
worst_pin_slew_ns = 0.9416
fin_setup_tns_ns = 0
rsz0062_at_grt = "no"
fmax_ghz = 0.03383
hold_violations = 0
fin_ws_ns = 17.84

[cts]
cts_sinks = 1435
cts_tree = "done"
numCtsBuffers = 157
ctsHoldBuffers = 0
clockBufferDepth = 3
h-tree-depth = 4
path_clk_slew_ns = 0.06
cts_resized = 0
postCtsSetupBuffers = 0
clock.latency.late_pin_ns = 0.82
clockRootBuffer = "clkbuf_16"

[yosys]
syn_avg_cell_area_um2 = 8.765
yosys.stat.seqShare_pct = 43.86
ys_ff = 1435
edf_count = 0
area_leaders = "dfrtp_1 (44%), nand2_1 (9.6%), ha_1 (6.3%)"
ys_types = 111
synth_stat.cells = 9340
synthArstFlopShare_pct = 100.0
top_area_cell = "dfrtp_1"
top_area_share_pct = 43.83
ys_area_mm2 = 0.08187
synthCells = 9340
ff_type = "dfrtp_1"
yosysWarnings = 3
netlist_area_mm2 = 0.08187

[setup_path]
r2r_cells = 16
arrival_ns = 30.27
r2r_start = "store_cnt[6]"
end_kind = "flop"
slowest_delay_ns = 0.73
path_max_fanout = 31
crit-reg2reg-capture = "state[10]"
crit_top_cell = "fa_1"
crit_required_ns = 48.11
path_class = "input pin to flop"
crit_slowest_cell = "o311ai_0"
startpoint_type = "input pin"
rrSetupSlack_ns = 42.33

[detailed_routing]
routed_via_density = 5.737
drtIter0Drc = 5493
routed_wirelength_um = 293100
drc = 0
dr_total_vias = 70300
routedWlPerCell_um = 23.91
drtPass1Iterations = 8
final_antenna_net_count = 0

[placement]
gp_congestion = 0.9310
portBuffers = 853
post-dp-hpwl_um = 206800
post-place-ws_ns = 17.07

[global_route]
grt_pass1_vias = 67670
grt_usage_pct = 37.43
grt_pass1_wl_um = 434700
overflow = 0
grt_max_degree = 160
antenna_found_initial = 36

[worst_hold_path]
hp-start = "buffer[7][50]"
min_path_type = "flop to flop"
hold_path_depth = 2
min_to = "buffer[7][50]"

[job]
log.warning_count = 84
max-cap-violations = 0

[layout]
drive_above_1_share_pct = 4.919
area_growth_pct = 19.41
lay_top_count = "nand2_1"
regArea_mm2 = 0.03591
layout_top_cells = "nand2_1 (2,090), dfrtp_1 (1,434), a21oi_1 (1,015)"
n_fill_cell = 13970
comb_area_mm2 = 0.04214

[floorplanning]
fp_util_pct = 50.35
io-pin-count = 859
die_area_mm2 = 0.1654
die_w_um = 406.6
coreArea_mm2 = 0.1626
die_h_um = 406.6
core.rowCount = 148

[outcome]
status = "finished, final reports clean"
==> per-layer routing <==
metal / share of wire, % / vias up / global-route usage [%]
met5: 0.025 / - / 0
met4: 4.9 / 10 / 14.27
met3: 12 / 560 / 15.16
met2: 44 / 2687 / 53.56
met1: 39 / 34210 / 53.00
li1: - / 32840 / -
==> worst max path at each step <==
stage | startpoint | to | depth (start not counted)
global route | output_channel[9] | state[10] | 89
CTS | kernel[1] | next_ten_weight[4] | 69
finish | kernel[1] | next_ten_weight[4] | 69
==> cells by family (layout without fill, tap and decap cells) <==
| logic type | after synthesis | in the layout | share of synthesized area [%] |
|---|---|---|---|
| buffers and inverters | 1062 | 1786 | 4.895 |
| other | 1 | 17 | 0.004581 |
| AOI/OAI and AO/OA | 2503 | 2503 | 17.93 |
| muxes | 184 | 184 | 2.270 |
| and+or+nand+nor | 3196 | 3196 | 16.27 |
| xor gates and xnor gates | 357 | 357 | 3.880 |
| DFF | 1435 | 1435 | 43.86 |
| adders and majority gates | 602 | 602 | 10.88 |
==> state kept, by name (all words and copies together) (netlist names), 4 cells and up <==
name and cells:
repeat_num 16, weight_cnt 14, next_weight 14, buffer 576, state 10, in_channel_cnt 16
we3_im2col_data 144, next_ten_weight 16, we6_im2col_data 576, store_cnt 16, add_cnt 4, next_channel 14
we_rd_addr 14
==> cell type report <==
type	count	share of cell area, %
tap	2175	2.784
inverter	473	1.816
antenna	16	0.04096
sequential	1435	36.73
multi-input combinational	6843	43.11
timing repair buffer	1031	10.26
clock buffer	243	4.678
clock inverter	39	0.5811
==> critical path: cells and delay by family <==
family          cells  cell delay, ns
compound gates     17            5.67
mux                 2            0.56
buf+inv             9            1.50
fa+ha+maj          13            6.06
simple gates       21            5.26
xor+xnor            7            1.69
==> synth_stat cells (all sizes together), types with 13 or more instances <==
master	number
nand2	2093
dfrtp	1434
a21oi	1021
o21ai	715
nor2	564
clkbuf	552
inv	471
ha	409
a211oi	311
xnor2	236
fa	186
mux2i	174
xor2	118
nor3	81
nand3	78
a21o	76
nor2b	75
o21bai	72
and2	66
a31oi	53
o21a	49
nand2b	41
buf	37
and3	36
or3	36
a22o	29
nand4	29
nor4	25
a22oi	21
o211ai	18
o22ai	17
or2	16
nor3b	14
or4	13
==> metrics by stage <==
| step | utilization [%] | area (um2) | hold WS, ns | cells |
|---|---|---|---|---|
| 2_1_floorplan | - | 81870 | 0.4188 | 9340 |
| 3_3_place_gp | 56.94 | 92580 | 0.4613 | 11960 |
| 3_5_place_dp | 56.94 | 92580 | 0.4699 | 11960 |
| 4_1_cts | 60.10 | 97720 | 0.4784 | 12240 |
| 5_1_grt | 60.11 | 97740 | 0.4981 | 12250 |
| 6_report | 60.13 | 97760 | 0.4765 | 12260 |
