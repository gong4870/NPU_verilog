### flow/design.v
`default_nettype none
module i_slice#(
    parameter
        ROW_WIDTH      =  10,
        COLUMN_WIDTH   =  9,
        DATA_WIDTH     =  16      
)(
    input  wire                               clk,
    input  wire                               reset,
    input  wire                               clear,
    input  wire                               sudo_reset,
    input  wire                               conv_en,
    input  wire [2:0]                         kernel,
    input  wire                               im2col_valid,
    input  wire [DATA_WIDTH * 9 - 1:0]        in3_im2col_data,   
    input  wire [DATA_WIDTH * 36- 1:0]        in6_im2col_data,    
    input  wire                               image_read,
    output reg  [COLUMN_WIDTH*DATA_WIDTH-1:0] image_data,
    output reg                                image_valid,
    output reg                                im_done,
    input  wire                               im_valid_del
);
    localparam TILE_COUNT  = 4,                    
               IMAGE_COUNT = 10;
    localparam IDLE     = 0, 
               DECIDE   = 1,
               K6_LOAD  = 2,
               K3_LOAD  = 3,
               DONE     = 4;
    reg [3:0] state, n_state;
    reg [DATA_WIDTH * 36 - 1:0] buffer [0:9];     
    reg [3:0] write_ptr;
    reg [3:0] tile_idx;
    reg [3:0] image_idx;
    reg active;
    always@(posedge clk)begin
        if(!reset)begin
            state <= IDLE;
        end 
        else if(sudo_reset)begin
            state <= IDLE;
        end
        else
            state <= n_state;
    end
    always@(*)begin
        n_state = state;
        case(state)
            IDLE: begin
                if(conv_en)begin
                    n_state = DECIDE;
                end
            end
            DECIDE: begin
                case(kernel)
                    3'd1: begin  n_state = DECIDE;   end
                    3'd3: begin  n_state = K3_LOAD;  end
                    3'd6: begin  n_state = K6_LOAD;  end
                    default: n_state = DECIDE;
                endcase
            end
            K3_LOAD:begin
            end
            K6_LOAD: begin
            end
            DONE: begin
            end
            default: n_state = IDLE;
        endcase
    end
    always@(posedge clk or negedge reset)begin
        if(!reset)begin
            buffer[0]   <= 0;  buffer[1]   <= 0;  buffer[2]   <= 0;
            buffer[3]   <= 0;  buffer[4]   <= 0;  buffer[5]   <= 0;
            buffer[6]   <= 0;  buffer[7]   <= 0;  buffer[8]   <= 0; buffer[9]   <= 0; 
            write_ptr   <= 0;
            tile_idx    <= 0;
            active      <= 0;
            image_data  <= 0;
            image_valid <= 0;
            image_idx   <= 0;
        end
        else if(sudo_reset)begin
            buffer[0]   <= 0;  buffer[1]   <= 0;  buffer[2]   <= 0;
            buffer[3]   <= 0;  buffer[4]   <= 0;  buffer[5]   <= 0;
            buffer[6]   <= 0;  buffer[7]   <= 0;  buffer[8]   <= 0; buffer[9]   <= 0; 
            write_ptr   <= 0;
            tile_idx    <= 0;
            active      <= 0;
            image_data  <= 0;
            image_valid <= 0;
            image_idx   <= 0;
        end
        else if(state == IDLE)begin
            buffer[0]   <= 0;  buffer[1]   <= 0;  buffer[2]   <= 0;
            buffer[3]   <= 0;  buffer[4]   <= 0;  buffer[5]   <= 0;
            buffer[6]   <= 0;  buffer[7]   <= 0;  buffer[8]   <= 0; buffer[9]   <= 0; 
            write_ptr   <= 0;
            tile_idx    <= 0;
            active      <= 0;
            image_data  <= 0;
            image_valid <= 0;
            image_idx   <= 0;
        end
        else if(state == DECIDE)begin
        end
        else if(state == K3_LOAD)begin
            if (im2col_valid && write_ptr < 10) begin
                buffer[write_ptr][143:0] <= in3_im2col_data;       
                write_ptr <= write_ptr + 1;
            end
            if (write_ptr == 10 && !active) begin
                active   <= 1;
            end
            else if (im_valid_del == 1)begin            
                write_ptr <= 0;
                image_idx <= 0;
            end 
            else if (active && image_read) begin
                image_valid <= 1;
                image_data <= {buffer[image_idx][143:0]};
                if(image_idx < IMAGE_COUNT - 1)begin
                    image_idx <= image_idx + 1;
                end else begin
                    tile_idx <= tile_idx + 1;
                    image_idx <= 0;
                end
            end else begin
                image_valid <= 0;
            end
        end
        else if(state == K6_LOAD)begin
            if (im2col_valid && write_ptr < 10) begin
                buffer[write_ptr] <= in6_im2col_data;       
                write_ptr <= write_ptr + 1;
            end
            if (write_ptr == 10 && !active) begin
                active   <= 1;
                tile_idx <= 0;
            end
            else if (im_valid_del == 1)begin            
                write_ptr <= 0;
                tile_idx  <= 0;
                image_idx <= 0;
            end 
            else if (active && image_read) begin
                image_valid <= 1;
                image_data <= {                              
                    buffer[image_idx][tile_idx*144 +: 144]
                };
                if (tile_idx == TILE_COUNT + 1) begin
                    active   <= 0;
                    tile_idx <= 0;
                end
                else begin
                    if(image_idx < IMAGE_COUNT - 1)begin
                        image_idx <= image_idx + 1;
                    end else begin
                        tile_idx <= tile_idx + 1;
                        image_idx <= 0;
                    end
                end
            end else begin
                image_valid <= 0;
            end
        end
        else if(state == DONE)begin
        end
    end
endmodule
### flow/run.sh
#!/bin/bash
# OpenROAD 26Q1-2900-gdf79404cd8, Yosys 0.63+post, stock flow scripts
make -C /OpenROAD-flow-scripts/flow DESIGN_CONFIG=/design/flow/config.mk WORK_HOME=/design/flow/orfs finish
### flow/config.mk
export PLATFORM = sky130hd
export DESIGN_NAME = i_slice
export DESIGN_NICKNAME = i_slice
export VERILOG_FILES = /design/flow/design.v
export SDC_FILE = /design/flow/constraint.sdc
export NUM_CORES = 4
export LEC_CHECK = 1
export CORE_UTILIZATION = 40
### flow/constraint.sdc
current_design i_slice

set clk_period 76.4
set clk_io_pct 0.2

create_clock -name clk0 -period $clk_period [get_ports {clk}]

set non_clock_inputs [all_inputs -no_clocks]
set_input_delay [expr $clk_period * $clk_io_pct] -clock clk0 $non_clock_inputs
set_output_delay [expr $clk_period * $clk_io_pct] -clock clk0 [all_outputs]
==> impl_metrics.yaml <==
# synthesis and place-and-route metrics
global_routing:
  grt_usage: 0.370
  grt_start_max_net_pins: 130
  grt_pass1_vias: 211000
  grt_first_pass_wirelength_mm: 1620
  antenna_found_initial: 101
  grt_overflow_total: 0
sta:
  min_period_over_period: 0.264
  min_period_ns: 20.20
  hold_viol: 0
  tightest_slew_ns: 1.29
  fmax_ghz: 0.0495
  skew_ns: 0.0555
  setup_tns_ns: 0
  slew_headroom: 0.141
  slew_violations: 0
  setup_viol: 0
  layout_setup_ws_ns: 56.20
  rsz0062_at_grt: "no"
yosys:
  synth_cell_type_count: 96
  syn-mean-instance-area_um2: 9.59
  yosys-stat-cells: 26700
  synthFlopType: "dfrtp_1"
  yosysWarnings: 3
  syn-cell-area_um2: 256000
  async_flop_share: 0.999
  ys_seq_share: 0.579
  syn-instance-count: 26700
  ys_ff: 5922
  synth-edff-count: 0
  ys_chip_area_um2: 256000
placement:
  gp_congestion: 1.02
  pre_cts_slack_ns: 54.86
  placed_cell_area_um2: 274000
  hpwl_mm: 749
  port_buffers: 874
power_and_ir_drop:
  vdd_drop_max_uv: 27.2
  power_density_nw_per_um2: 22.7
  p_total_mw: 6.70
  p_leak_nw: 124
setup_path:
  crit_required_ns: 77.60
  r2r_end: "image_data[58]"
  end_kind: "async pin"
  worstPathMaxFanout: 108
  worst_r2r_path_depth: 11
  crit_type: "input port to async pin"
  endpoint: "buffer[7][236]"
  reg2reg_from: "image_idx[3]"
  crit_start: "reset"
  crit_arrival_ns: 21.40
  cp-start-kind: "input port"
  reg2reg_slack_ns: 69.61
drt:
  drt_iter0_drc: 21100
  avgRoutedWirePerCell_um: 32.0
  post-route-drc-count: 0
  drt_wl_total_mm: 1150
  vias: 217000
  vias_per_cell: 6.07
  drt_first_pass_iters: 10
  ant_nets: 0
floorplan:
  die-area_um2: 643000
  floorplan.core_util: 0.402
  num_rows: 293
  die_height_um: 802
  io_pins: 877
  fp.dieW_um: 802
  core_um2: 637000
finish:
  fin_area_um2: 295000
  mostFrequentLayoutCell: "nand2_1"
  drive_gt1_frac: 0.0834
  final_core_util: 0.463
  final_cell_mix: "nand2_1, o21ai_0, dfrtp_1"
  syn_to_final_growth_pct: 15.2
  fillers: 58100
clocking:
  cts_resized: 0
  cts.path.max_buffers: 4
  cts_root_buffer: "clkbuf_16"
  numCtsBuffers: 639
  clk_pin_slew_ns: 0.06
  h-tree-depth: 6
  cts_tree: "built"
  hold_buffers: 0
  clk_latency_ns: 1.17
  clkSinkCount: 5922
  cts_setup_buffers: 0
flow_run:
  maxCapViolCount: 0
  warnings: 204
status:
  status: "complete, no violations"
worst_hold_path:
  min_path_type: "flip-flop to flip-flop"
[worst min path at each step]
| stage | to | slack, ns | depth (start not counted) | from |
|---|---|---|---|---|
| after CTS | buffer[5][198] | 0.48 | 2 | buffer[5][198] |
| after global routing | buffer[7][339] | 0.49 | 2 | buffer[7][339] |
| final | buffer[3][273] | 0.47 | 2 | buffer[3][273] |
[per-layer routing]
metal,global-route usage,vias up,share of wire
li1,-,95100,-
met1,0.453,109000,0.35
met2,0.469,10900,0.39
met3,0.235,2647,0.16
met4,0.273,90,0.097
met5,0.0402,-,0.0031
[synth_stat cells, types with 20 or more instances]
cell type	instances	area, µm²
nand2_1	6799	25500
o21ai_0	6205	31100
dfrtp_1	5918	148000
clkbuf_1	1240	4650
a22oi_1	1038	7790
buf_2	882	4410
a21oi_1	588	2940
mux2i_1	438	4380
o22ai_1	349	2180
nor2_1	318	1190
a221oi_1	296	2590
a222oi_1	201	2010
mux2_2	200	2250
a22o_1	191	1670
nand3_1	159	796
buf_1	151	567
a31oi_1	139	870
a221o_1	138	1380
a211oi_1	114	856
a32oi_1	113	990
o22a_1	89	780
o221ai_1	83	727
a2111oi_0	81	709
buf_4	79	593
o211ai_1	71	533
o2bb2ai_1	64	561
and3_1	53	332
nand3b_1	50	375
a211o_1	49	429
nor3_1	48	240
o21ai_1	44	220
inv_1	41	154
or3_1	34	213
a311oi_1	30	263
o31ai_1	30	225
and2_1	27	169
nor2b_1	24	150
buf_6	22	248
a32o_1	20	200
[logic make-up after synthesis]
logic type | count (synthesis) | synth area share
buffers and inverters | 2419 | 0.0416
adders and majority gates | 10 | 0.000489
and+or+nand+nor | 7604 | 0.116
AOI/OAI and AO/OA | 10100 | 0.236
muxes | 648 | 0.0265
xor gates and xnor gates | 5 | 0.000171
DFF | 5922 | 0.579
other | 1 | 0.0000147
[metrics by stage]
stage                     hold slack [ns]  std cells
after global placement              0.454      34500
after detailed placement            0.462      34500
after CTS                           0.476      35700
final                               0.471      35800
after global routing                0.491      35800
after floorplan                     0.432      26700
[worst max-delay path: stages]
cell and delay, ns:
buf_16 0.38, buf_4 0.70, buf_4 0.62, buf_4 0.64
buf_4 0.62, buf_4 0.69, buf_4 0.66, buf_4 0.73
buf_4 0.69
[power breakdown]
group / switching (mW) / internal, mW
logic: 0.260 / 0.0802
registers: 0.0346 / 3.20
clock network: 1.34 / 1.78
[flip-flops by register name, indices dropped and copies added, names as in the netlist]
register / count
state: 4
image_data: 144
active: 1
tile_idx: 4
buffer: 5760
write_ptr: 4
image_idx: 4
image_valid: 1
[final cells by class]
class                           instances  area [µm²]  area share
Timing Repair Buffer                 1817       16500      0.0561
Multi-Input combinational cell      18300       98100       0.333
Clock inverter                        147        1900     0.00645
Sequential cell                      5922      148000       0.503
Inverter                               44         184    0.000624
Tap cell                             8407       10500      0.0357
Clock buffer                          992       19100      0.0647
Antenna cell                          137         343     0.00116
