[/design/flow/design.v]
`default_nettype none
module master_control #(
    parameter 
        AXI_HP_BIT = 64,         
        DATA_WIDTH = 16,         
        ADDR_WIDTH = 14          
)(
    input  wire                  clk,
    input  wire                  reset,
    output reg                   clear,
    input  wire [AXI_HP_BIT-1:0] S_AXIS_TDATA_0,
    input  wire                  S_AXIS_TVALID_0,
    input  wire                  S_AXIS_TLAST_0,
    output reg                   S_AXIS_TREADY_0,
    output reg                   M_AXIS_TVALID_0,
    output reg                   M_AXIS_TLAST_0,
    input  wire                  M_AXIS_TREADY_0,
    input  wire [AXI_HP_BIT-1:0] S_AXIS_TDATA_1,
    input  wire                  S_AXIS_TVALID_1,
    input  wire                  S_AXIS_TLAST_1,
    output reg                   S_AXIS_TREADY_1,
    output reg  [31:0]           BRAM_ADDRB,
    input  wire [63:0]           BRAM_DOUTB,
    output reg                   BRAM_ENB,
    input wire  [9:0]            in_row,           
    input wire  [9:0]            in_column,        
    input wire  [2:0]            kernel,           
    input wire  [1:0]            stride,           
    input wire  [1:0]            padding,          
    input wire  [1:0]            slice_cnt,        
    input wire  [11:0]           input_channel,   
    input wire  [11:0]           output_channel,   
    output reg                   in_wr_en,  
    output reg  [ADDR_WIDTH:0] in_wr_addr,
    output reg  [AXI_HP_BIT-1:0] in_wr_data,          
    output reg                   we_wr_en,  
    output reg  [ADDR_WIDTH-1:0] we_wr_addr,
    output reg  [AXI_HP_BIT-1:0] we_wr_data,
    output reg                   conv1_en,
    input  wire                  conv1_done,
    output reg                   conv_en,
    input  wire                  conv_done,
    input  wire                  conv_WAIT,
    output reg                   conv_GO,
    output reg                   maxpooling_en,
    input  wire                  maxpooling_done,
    output reg                   out_rd_en,  
    output reg  [ADDR_WIDTH-1:0] out_rd_addr
);
    localparam IDLE         = 0,
               STORE        = 1,     
               OPCODE       = 2,     
               DECIDE       = 3,     
               CONV1        = 4,     
               CONV         = 5,    
               BN_RELU      = 6,
               MAXPOOLING   = 8,
               UPSAMPLING   = 9,
               BIAS_CONV    = 10,
               SEND         = 11,
               LAST_SEND    = 12,
               SEND_WAIT    = 13,
               DONE         = 14;
    reg [4:0] state, n_state; 
    reg in_last_reg, we_last_reg;    
    reg [15:0] in_cnt, we_cnt;       
    reg [15:0] op_cnt, out_cnt;      
    reg [1:0]  pad; 
    always @(*)begin   
        case(slice_cnt)
            2'b00: begin pad <= 0; end
            2'b01: begin pad <= 2; end
            2'b10: begin pad <= 0; end
            2'b11: begin pad <= 2; end
            default: begin pad <= 0; end
        endcase
    end   
    wire [ADDR_WIDTH - 1:0] row_slicing, col_slicing, total_slicing, weight_slicing;   
    assign row_slicing = (in_row + 2*padding - kernel)/2 + 1;          
    assign col_slicing = (in_column + pad - kernel)/2 + 1;         
    assign total_slicing = row_slicing * col_slicing;                
    always@(posedge clk, negedge reset)begin
        if(!reset) begin
            state <= IDLE;
        end else begin
            state <= n_state;
        end
    end
    always@(*)begin
        n_state = state;
        S_AXIS_TREADY_0 = 0;
        S_AXIS_TREADY_1 = 0;
        conv_en         = 0;
        conv_GO         = 0;
        maxpooling_en   = 0;
        M_AXIS_TVALID_0 = 0;
        M_AXIS_TLAST_0  = 0;
        case(state)
            IDLE: begin
                S_AXIS_TREADY_0 = 1;      
                S_AXIS_TREADY_1 = 1;      
                M_AXIS_TVALID_0 = 0;      
                M_AXIS_TLAST_0  = 0;
                n_state = STORE;
                conv1_en        = 0;
                conv_en         = 0;
                conv_GO         = 0;
                maxpooling_en   = 0;
                M_AXIS_TVALID_0 = 0;
                M_AXIS_TLAST_0  = 0;
            end
            STORE: begin
                S_AXIS_TREADY_0 = 1;
                S_AXIS_TREADY_1 = 1;
                M_AXIS_TVALID_0 = 0;
                if(we_last_reg && in_last_reg)begin    
                    n_state = OPCODE;
                end
            end
            OPCODE: begin
                S_AXIS_TREADY_0 = 0;
                S_AXIS_TREADY_1 = 0;
                M_AXIS_TVALID_0 = 0;
                n_state = DECIDE;                          
            end
            DECIDE: begin
                case(BRAM_DOUTB[63:61])
                    3'b000: begin n_state = CONV1;      conv1_en = 1;      end
                    3'b001: begin n_state = CONV;       conv_en = 1;       end
                    3'b010: begin n_state = MAXPOOLING; maxpooling_en = 1; end
                    3'b011: begin                         end
                    3'b100: begin n_state = UPSAMPLING;   end
                    3'b101: begin n_state = BIAS_CONV;    end
                    default: n_state = DECIDE;
                endcase
            end
            CONV1:begin
                if (conv1_done)begin
                    n_state = LAST_SEND;
                end
            end
            CONV: begin
                S_AXIS_TREADY_0 = 0;
                S_AXIS_TREADY_1 = 0;
                conv_en         = 0; 
                conv_GO         = 0;
                maxpooling_en   = 1;    
                M_AXIS_TVALID_0 = 0;
                M_AXIS_TLAST_0  = 0;
                if(conv_WAIT)begin            
                    n_state = SEND;
                end else if (conv_done)begin
                    n_state = LAST_SEND;
                end
            end
            MAXPOOLING: begin
                S_AXIS_TREADY_0 = 0;
                S_AXIS_TREADY_1 = 0;
                conv_en         = 0; 
                conv_GO         = 0;
                maxpooling_en   = 1;      
                M_AXIS_TVALID_0 = 0;
                M_AXIS_TLAST_0  = 0;
                if (maxpooling_done)begin
                    n_state = DONE;
                end
            end
            SEND: begin                            
                if(kernel == 6)begin
                    if(out_cnt > 2)begin
                        M_AXIS_TVALID_0 = 1;          
                    end
                    if(out_cnt == total_slicing/4*10+2)begin
                        n_state = SEND_WAIT;
                        M_AXIS_TLAST_0 = 1;
                    end
                end
            end
            LAST_SEND: begin                      
                if(out_cnt > 2)begin
                    M_AXIS_TVALID_0 = 1;          
                end
                if(BRAM_DOUTB[63:61] == 3'b000)begin     
                    if(out_cnt == in_row*in_column*output_channel+2)begin
                        n_state = DONE;
                        M_AXIS_TLAST_0 = 1;
                    end
                end 
                else if(BRAM_DOUTB[63:61] == 3'b001)begin     
                    if(out_cnt == total_slicing/4*10+2)begin
                        n_state = DONE;
                        M_AXIS_TLAST_0 = 1;
                    end
                end
            end
            SEND_WAIT:begin
                M_AXIS_TVALID_0 = 0;
                M_AXIS_TLAST_0 = 0;
                conv_GO = 1;              
                n_state = CONV;
            end
            DONE: begin
                M_AXIS_TVALID_0 = 0;
                M_AXIS_TLAST_0  = 0;
                n_state = STORE;
            end
            default: n_state = IDLE;
        endcase
    end
    always@(posedge clk, negedge reset)begin
        if(!reset)begin
            in_last_reg     <= 0;
            we_last_reg     <= 0;
            in_wr_en        <= 0;  
            in_wr_addr      <= 0;
            in_wr_data      <= 0;           
            in_cnt          <= 0;
            we_wr_en        <= 0;  
            we_wr_addr      <= 0;
            we_wr_data      <= 0;
            we_cnt          <= 0;
            BRAM_ADDRB      <= 0;
            BRAM_ENB        <= 0;
            op_cnt          <= 0;
            out_rd_en       <= 0;
            out_rd_addr     <= 0;
            out_cnt         <= 0;
            clear           <= 0;
        end
        else if(state == IDLE)begin
            in_last_reg     <= 0;
            we_last_reg     <= 0;
            in_wr_en        <= 0;  
            in_wr_addr      <= 0;
            in_wr_data      <= 0;           
            in_cnt          <= 0;
            we_wr_en        <= 0;  
            we_wr_addr      <= 0;
            we_wr_data      <= 0;
            we_cnt          <= 0;
            BRAM_ADDRB      <= 0;
            BRAM_ENB        <= 0;
            op_cnt          <= 0;
            out_rd_en       <= 0;
            out_rd_addr     <= 0;
            out_cnt         <= 0;
            clear           <= 0;
        end
        else if(state == STORE)begin
            BRAM_ADDRB      <= 0;
            BRAM_ENB        <= 0;
            op_cnt          <= op_cnt;
            out_rd_en       <= 0;
            out_rd_addr     <= 0;
            out_cnt         <= 0;
            clear           <= 0;
            if(S_AXIS_TVALID_0 && S_AXIS_TREADY_0)begin             
                in_wr_en        <=  1;
                in_wr_addr      <=  in_cnt;
                in_wr_data      <=  S_AXIS_TDATA_0;
                in_cnt          <=  in_cnt + 1;
            end 
            if(S_AXIS_TLAST_0 && S_AXIS_TREADY_0)begin     
                in_last_reg     <=  1;
            end
            if(S_AXIS_TVALID_1 && S_AXIS_TREADY_1)begin             
                we_wr_en        <=  1;
                we_wr_addr      <=  we_cnt;
                we_wr_data      <=  S_AXIS_TDATA_1;
                we_cnt          <=  we_cnt + 1;
            end 
            if(S_AXIS_TLAST_1 && S_AXIS_TREADY_1)begin    
                we_last_reg     <=  1;
            end
        end
        else if(state == OPCODE)begin
            in_last_reg     <= 0;
            we_last_reg     <= 0;
            in_wr_en        <= 0;  
            in_wr_addr      <= 0;
            in_wr_data      <= 0;           
            in_cnt          <= 0;
            we_wr_en        <= 0;  
            we_wr_addr      <= 0;
            we_wr_data      <= 0;
            we_cnt          <= 0;
            out_rd_en       <= 0;
            out_rd_addr     <= 0;
            out_cnt         <= 0;
            BRAM_ENB        <=  1;                                 
            BRAM_ADDRB      <=  op_cnt;      
        end
        else if(state == CONV)begin
                out_rd_en   <= 0;
                out_cnt <= 0;
                out_rd_addr <= 0;
        end
        else if(state == BN_RELU)begin
                out_rd_en   <= 0;
                out_cnt <= 0;
                out_rd_addr <= 0;
        end
        else if(state == SEND)begin
            in_last_reg     <= 0;
            we_last_reg     <= 0;
            in_wr_en        <= 0;  
            in_wr_addr      <= 0;
            in_wr_data      <= 0;           
            in_cnt          <= 0;
            we_wr_en        <= 0;  
            we_wr_addr      <= 0;
            we_wr_data      <= 0;
            we_cnt          <= 0;
            if(out_cnt == total_slicing/4*10+2)begin
                out_cnt <=  out_cnt;
            end 
            else if(M_AXIS_TREADY_0)begin
                out_rd_en       <=  1;
                out_rd_addr     <=  out_cnt;
                out_cnt         <=  out_cnt + 1;
            end 
        end
        else if(state == LAST_SEND)begin
            in_last_reg     <= 0;
            we_last_reg     <= 0;
            in_wr_en        <= 0;  
            in_wr_addr      <= 0;
            in_wr_data      <= 0;           
            in_cnt          <= 0;
            we_wr_en        <= 0;  
            we_wr_addr      <= 0;
            we_wr_data      <= 0;
            we_cnt          <= 0;
            if(BRAM_DOUTB[63:61] == 3'b000)begin        
                if(out_cnt == in_row*in_column*output_channel+2)begin
                    out_cnt <=  out_cnt;
                end 
                else if(M_AXIS_TREADY_0)begin
                    out_rd_en       <=  1;
                    out_rd_addr     <=  out_cnt;
                    out_cnt         <=  out_cnt + 1;
                end
            end else if(BRAM_DOUTB[63:61] == 3'b001)begin        
                if(out_cnt == total_slicing/4*10+2)begin
                    out_cnt <=  out_cnt;
                end 
                else if(M_AXIS_TREADY_0)begin
                    out_rd_en       <=  1;
                    out_rd_addr     <=  out_cnt;
                    out_cnt         <=  out_cnt + 1;
                end
            end
        end
        else if(state == SEND_WAIT)begin
            in_last_reg     <= 0;
            we_last_reg     <= 0;
            in_wr_en        <= 0;  
            in_wr_addr      <= 0;
            in_wr_data      <= 0;           
            in_cnt          <= 0;
            we_wr_en        <= 0;  
            we_wr_addr      <= 0;
            we_wr_data      <= 0;
            we_cnt          <= 0;
            BRAM_ADDRB      <= 0;
            BRAM_ENB        <= 0;
            out_rd_en       <= 0;
            out_rd_addr     <= 0;
            out_cnt         <= 0;
        end
        else if(state == DONE)begin
            in_last_reg     <= 0;
            we_last_reg     <= 0;
            in_wr_en        <= 0;  
            in_wr_addr      <= 0;
            in_wr_data      <= 0;           
            in_cnt          <= 0;
            we_wr_en        <= 0;  
            we_wr_addr      <= 0;
            we_wr_data      <= 0;
            we_cnt          <= 0;
            BRAM_ADDRB      <= 0;
            BRAM_ENB        <= 0;
            op_cnt          <= op_cnt + 8;
            out_rd_en       <= 0;
            out_rd_addr     <= 0;
            out_cnt         <= 0;
            clear           <= 1;
        end
    end
endmodule
[/design/flow/run.sh]
#!/bin/bash
# OpenROAD 26Q1-2900-gdf79404cd8, Yosys 0.63+post, stock flow scripts
make -C /OpenROAD-flow-scripts/flow DESIGN_CONFIG=/design/flow/config.mk WORK_HOME=/design/flow/orfs finish
[/design/flow/constraint.sdc]
current_design master_control

set clk_period 28.0
set clk_io_pct 0.2

create_clock -name clk0 -period $clk_period [get_ports {clk}]

set non_clock_inputs [all_inputs -no_clocks]
set_input_delay [expr $clk_period * $clk_io_pct] -clock clk0 $non_clock_inputs
set_output_delay [expr $clk_period * $clk_io_pct] -clock clk0 [all_outputs]
[/design/flow/config.mk]
export PLATFORM = sky130hd
export DESIGN_NAME = master_control
export DESIGN_NICKNAME = master_control
export VERILOG_FILES = /design/flow/design.v
export SDC_FILE = /design/flow/constraint.sdc
export NUM_CORES = 4
export LEC_CHECK = 1
export CORE_UTILIZATION = 30
==> changes_impl.md <==
### Metrics

- Port buffer count: 379
- Setup WS post-layout: 3.02 ns
- Hold-fix buffers, CTS: 0
- Most used cell, CP: fa_1
- Largest stage delay, worst path: 0.65 ns
- Crit path DRT: 22.40 ns
- Number of unconstrained endpoints: 2
- CTS tree: built
- DRC: 0
- Ports: 472
- Area leader, netlist: dfrtp_1
- CP endpoint kind: output port
- Post-synthesis cell type count: 100
- Placement Setup Slack: 3.07 ns
- Post-synthesis cell area: 28000 sq um
- Worst Hold Class: register to register
- Largest net degree at the start of global routing: 118
- Max cap viols: 0
- Biggest regs: in_wr_data: 64 flops, we_wr_data: 64 flops, out_cnt: 16 flops
- Routed length per instance: 16.9 um
- Remaining global-route overflow: 0
- Vias in the first global route: 21400
- Slowest-stage cell, CP: clkdlybuf4s50_1
- Post-cts resize count: 0
- GRT Total Usage: 16.7%
- Initial antenna violation count: 9
- Core ar.: 91900 sq um
- Final Hold Fails: 0
- Ys flops: 264
- Die Ht: 307 um
- CTS buffer count: 26
- Fmax achieved: 40.0 MHz
- Core Util, Final: 37.0%
- Vias: 21900
- Register pins left without a clock: 1
- RSZ-0062 raised after global routing: false
- First-pass GRT wire length: 121 mm
- OpenROAD warnings: 107
- DP Area: 33100 sq um
- Largest cells by area after synthesis: dfrtp_1 23%, fa_1 22%, ha_1 9.7%
- Yosys cell count: 2981
- Synth async-reset ratio: 99.6%
- Detailed Place HPWL: 60.5 mm
- Minimum clock period: 24.98 ns
- DRT antenna net count: 0
- Fp util: 30.4%
- Late-Pin Clk Latency: 0.55 ns
- Setup tns final: 0 ns
- Clock slew at reported path FFs: 0.07 ns
- Root Driver: clkbuf_16
- Synth Flop Type: dfrtp_1
- Routability cong.: 0.882
- Final instance area: 34100 sq um
- Crit path DAT: 19.38 ns
- Number of DRC markers in iteration 0: 1147
- Post-DR vias/cell: 4.81
- Clk buf depth: 3
- Yosys stat chip area: 28000 sq um
- Htree depth: 1
- Die X: 307 um
- CP Class: primary input to output port
- Rows: 111
- Status: finished clean
- Yosys warning count: 1
- Clock Skews: 0.0225 ns
- Final Cycle Share: 89.2%
- Cells after synthesis: 2981
- DRT Wirelength: 76.9 mm
- Postcts setup bufs: 0
- Yosys top cell area share: 23.5%
- Chip area: 94400 sq um
- Slew HR: 41.1%
- Worst-Margin Slew: 0.883 ns
- Slew Viols, Final: 0
- Kind of start point of the critical path: primary input
- EDFF count, synth: 0
- Syn avg cell area: 9.38 sq um
- Layout area overhead: 21.8%
- CP max FO: 24
- Share of cells above drive strength 1: 4.49%
- Final setup fails: 0
- 1st-pass router iterations: 5
-- final timing paths --
path | startpoint | to | slack, ns | cells after the start
max in group asynchronous | reset | in_wr_data[59] | 21.01 | 3
min | state[5] | state[0] | 0.43 | 1
min in group asynchronous | reset | we_wr_data[22] | 5.06 | 1
max reg2reg | out_cnt[3] | out_cnt[14] | 23.92 | 15
min reg2reg | state[5] | state[0] | 0.43 | 1
max | in_row[3] | M_AXIS_TLAST_0 | 3.02 | 50
-- cells in the mapped netlist, drive strengths merged, types with 25 or more instances --
library cell,n
nand2,237
and2,187
inv,384
fa,304
nor3b,25
a22o,190
nor2,189
xnor2,104
nor3,46
xor2,48
buf,28
ha,216
dfrtp,262
a21oi,68
a21o,44
nand3,65
clkbuf,131
and3,50
o21ai,89
nor2b,38
-- cell type report --
cell class | instances | area [sq um]
fillers | 9190 | 57900
multi-input cells | 2178 | 19300
flip-flops and latches | 264 | 6600
repair buffers | 430 | 4190
well taps | 1243 | 1560
inverters | 395 | 1480
clock buffers | 37 | 742
clock inverters | 11 | 200
diodes | 3 | 7.51
-- layer usage --
layer | track usage (%) | wire length (um) | up-vias
met2 | 26.4 | 35300 | 683
met4 | 1.99 | 1170 | 12
met5 | 0 | 69 | -
li1 | - | - | 10600
met3 | 5.42 | 6960 | 73
met1 | 23.6 | 33400 | 10600
-- placed cells by master, fill, tap and decap left out, types with 8 or more instances in the layout --
cell             synthesis  final
clkinv_1                11     11
a21o_1                  43     43
a21oi_1                 68     68
nor4_1                  15     15
and4b_1                  8      8
conb_1                   1     16
a21boi_0                 8      8
dfrtp_1                262    262
o22ai_1                 15     15
and2_1                 187    185
or2_2                   10     10
or3_1                   14     14
clkdlybuf4s50_1          0    378
nor2b_1                 38     38
nor3b_1                 25     25
and3_1                  49     49
a22o_1                 189    189
xnor2_1                101    101
xor2_1                  45     45
nand2b_1                20     20
o21ai_0                 85     83
nand3_1                 64     64
nand4_1                 16     16
ha_1                   216    216
a211oi_1                11     11
inv_1                  377    377
nand2_1                235    235
nor3_1                  44     44
clkbuf_16                0     26
buf_4                   19     50
nor2_1                 189    189
o21a_1                  11     11
fa_1                   304    304
-- through the flow --
step,hold slack (ns),cells
after floorplan,0.410,2996
after global placement,0.417,4510
after detailed placement,0.419,4510
after CTS,0.431,4558
after global routing,0.435,4558
final,0.425,4561
-- logic make-up (layout without fill, tap and decap cells) --
group | after synthesis | in the layout | share of synthesized area (%)
AND-OR/OR-AND | 530 | 530 | 14.2
XOR/XNOR | 154 | 154 | 5.09
adder cells (fa/ha/maj) | 520 | 520 | 31.4
buffers and inverters | 554 | 873 | 7.78
flip-flops | 263 | 263 | 23.5
latches | 1 | 1 | 0.0537
multiplexers | 11 | 11 | 0.412
other | 1 | 19 | 0.0134
AND/OR/NAND/NOR | 947 | 947 | 17.5
-- critical path, delay by kind of cell --
family | cells | cell delay [ns]
AND-OR/OR-AND | 14 | 2.77
adder cells (fa/ha/maj) | 12 | 5.10
AND/OR/NAND/NOR | 14 | 3.51
buffers and inverters | 10 | 2.35
